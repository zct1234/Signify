===== flow/run.sh =====
#!/bin/bash
# OpenROAD 26Q1-2900-gdf79404cd8, Yosys 0.63+post, stock flow scripts
make -C /OpenROAD-flow-scripts/flow DESIGN_CONFIG=/design/flow/config.mk WORK_HOME=/design/flow/orfs finish

===== flow/config.mk =====
export PLATFORM = sky130hd
export DESIGN_NAME = iic_core
export DESIGN_NICKNAME = iic_core
export VERILOG_FILES = /design/flow/design.v
export SDC_FILE = /design/flow/constraint.sdc
export NUM_CORES = 4
export LEC_CHECK = 1
export CORE_UTILIZATION = 40

===== flow/constraint.sdc =====
current_design iic_core

set clk_period 1.8
set clk_io_pct 0.2

create_clock -name clk0 -period $clk_period [get_ports {CLK_100K_SCL}]
create_clock -name clk1 -period $clk_period [get_ports {CLK_100K_SDA}]

set non_clock_inputs [all_inputs -no_clocks]
set_input_delay [expr $clk_period * $clk_io_pct] -clock clk0 $non_clock_inputs
set_output_delay [expr $clk_period * $clk_io_pct] -clock clk0 [all_outputs]

===== flow/design.v =====
module iic_core 
  (
   input 	    CLK_100K_SDA, CLK_100K_SCL,
   input 	    reset_n,
   input [7:0] 	    iic_addr,
   input [7:0] 	    iic_datain,
   output reg [7:0]   iic_dataout,
   input 	       iic_enable,
   output reg 	    iic_busy,
   output reg 	    iic_ackerror,
   output reg 	    iic_arbitlost,
   input 	       scl_i, sda_i,
   output          scl_o, sda_o,
   output reg 	    scl_t, sda_t
   );
   parameter [2:0] IIC_IDLE=3'h1, IIC_START=3'h2, IIC_ADDR=3'h3, IIC_ACKA=3'h4, IIC_DATA=3'h5, IIC_ACKD=3'h6, IIC_STOP=3'h7;
   reg [3:0] 	iic_core_state, iic_core_nextstate; 
   reg [7:0] 	addr_i, datain_i;   
   reg [7:0] 	sdain;
   reg [3:0] 	bit_count;  
   reg         sdaout;
   always @(posedge CLK_100K_SDA or negedge reset_n)
     if (~reset_n) iic_core_state <= IIC_IDLE;
     else iic_core_state <= iic_core_nextstate;
   always @(*) begin            
      iic_core_nextstate <= IIC_IDLE;           
      case (iic_core_state)
        IIC_IDLE  :  iic_core_nextstate <= iic_enable ? 
                                           IIC_START : IIC_IDLE;
        IIC_START :  iic_core_nextstate <= IIC_ADDR;
        IIC_ADDR  :  iic_core_nextstate <= iic_arbitlost ? 
                                           IIC_IDLE : bit_count ? IIC_ADDR : IIC_ACKA;
        IIC_ACKA  :  iic_core_nextstate <= iic_ackerror ? 
                                           IIC_STOP : IIC_DATA;
        IIC_DATA  :  iic_core_nextstate <= iic_arbitlost ? 
                                           IIC_IDLE : bit_count ? IIC_DATA : IIC_ACKD;
        IIC_ACKD  :  iic_core_nextstate <= (iic_enable & (addr_i == iic_addr)) ? 
                                           IIC_DATA : iic_enable ? IIC_IDLE : IIC_STOP;
        IIC_STOP  :  iic_core_nextstate <= IIC_IDLE;
      endcase 
   end 
   always @(posedge CLK_100K_SDA or negedge reset_n)
     if (~reset_n) begin
        sda_t <= 0; sdaout <= 1;
        bit_count <= 0; 
        iic_busy <= 0;
     end else begin
        sda_t <= 1; sdaout <= 1;
        iic_busy <= 1;
        case (iic_core_nextstate)
          IIC_IDLE  : begin 
             sda_t <= 0;
             iic_busy <= 0;
          end
          IIC_START : begin 
             sdaout <= 0;
             bit_count <= 8;
          end
          IIC_ADDR  : begin
             sdaout <= iic_addr[bit_count - 1];
             bit_count <= bit_count - 1;             
          end
          IIC_ACKA  : begin
             sda_t <= 0;
             bit_count <= 8;
          end
          IIC_DATA  : begin
             sda_t <= ~addr_i[0];
             sdaout <= addr_i[0] ? 1'b1 : datain_i[bit_count - 1]; 
             bit_count <= bit_count - 1; 
          end
          IIC_ACKD  : begin
             sda_t <= (iic_enable & addr_i[0]) & (addr_i == iic_addr);
             sdaout <= ~((iic_enable & addr_i[0]) & (addr_i == iic_addr));	     
             bit_count <= 8; iic_busy <= 0;
          end
          IIC_STOP  : begin 
             sdaout <= 0;
             iic_busy <= 0;
          end
        endcase 
     end
   always @(negedge CLK_100K_SCL or negedge reset_n)
     if (~reset_n) begin 
        sdain <= 0; 
        scl_t <= 0;
        iic_ackerror <= 0;
        iic_arbitlost <= 0;
        addr_i <= 0; datain_i <= 0; 
     end else begin
        sdain <= {sdain[6:0],sda_i};
        scl_t <= 1;
        case (iic_core_state)
          IIC_IDLE  : scl_t <= 0;
          IIC_START : begin
             addr_i <= iic_addr; datain_i <= iic_datain;
          end
          IIC_ADDR  : iic_arbitlost <= (sdaout != sda_i);
          IIC_ACKA  : iic_ackerror  <= sda_i;
          IIC_DATA  : iic_arbitlost <= sda_t ? (sdaout != sda_i) : 0;
          IIC_ACKD  : begin 
             iic_ackerror  <= sda_t ? sda_i : 0;
             datain_i <= iic_datain;
             if (addr_i[0]) iic_dataout <= sdain;
          end
          IIC_STOP  : scl_t <= 0;
        endcase 
     end 
   assign scl_o = CLK_100K_SCL;
   assign sda_o = sdaout & CLK_100K_SDA;
endmodule

==> impl_metrics.yaml <==
# physical design summary
outcome:
  status: "finished, violations left"
  violations: "negative setup slack"
routing:
  ant_nets: 0
  drt-total-wl_mm: 5.22
  wl_per_cell_um: 14.6
  antenna_cells: 0
  firstDrtPassIters: 4
  via_per_inst: 4.99
  num_vias: 1788
  drc: 0
  first_iter_violations: 71
grt:
  grt_use_met1_pct: 30.5
  met2_usage_pct: 29.2
  overflow: 0
  met3_usage_pct: 6.41
  track_usage_pct: 20.1
  grt_pass1_vias: 1899
  grt_max_degree: 42
  antenna_found_initial: 0
  grt_pass1_wl_mm: 8.84
  busiest_layer: "met1"
worst_setup_path:
  r2r_end: "bit_count[3]"
  path_cells: "inv_2 -> a221o_2 -> a211oi_4 -> buf_6 -> nor2_8 -> mux2i_2 -> o22a_1"
  critPathMaxStageDelay_ns: 0.49
  critPathLaunchType: "flop"
  worstPathRequired_ns: 2.04
  ff2ff_path_depth: 7
  end_kind: "flop"
  arrival_ns: 3.04
  worst_path_max_delay_cell: "dfrtn_1"
  crit_type: "flop to flop"
  path_max_fanout: 4
  r2r_start: "iic_arbitlost"
  r2r_setup_slack_ns: -1.0
yosys:
  topCellsByArea: "dfrtn_1 (30%), dfrtp_1 (13%), edfxtp_1 (11%), mux2_2 (8.0%), mux4_2 (4.0%)"
  yosys_warnings: 1
  async_flop_share_pct: 83.7
  synth.distinct_cells: 45
  synthCells: 173
  ff_type: "dfrtn_1"
  synthTopCellsByCount: "dfrtn_1 (27), mux2_2 (16), nand2_1 (13), dfrtp_1 (12), nor2_1 (9)"
  yosysTopAreaCell: "dfrtn_1"
  synth_chip_area_mm2: 0.00224
  syn_area_mm2: 0.00224
  synth-seq-area-share_pct: 56.6
  top_area_share_pct: 30.2
  synth_top_cell_by_count: "dfrtn_1"
  synth-edff-count: 8
  yosys_cells: 173
  synth-seq-cells: 49
  avgSynthCellArea_um2: 12.9
power:
  leakage_nw: 1.65
  power_density_mw_per_mm2: 1650
  max-vdd-ir-drop_v: 0.000818
cells_and_area:
  final_cells: 358
  area_growth_pct: 59.6
  post-route-util_pct: 68.2
  drive_gt1_share_pct: 50.0
placed_design:
  dp_hpwl_mm: 3.44
  port_buffers: 34
  gp_congestion: 0.873
  dp.cells: 318
floorplanning:
  dieArea_mm2: 0.00590
  ioPinCount: 37
  fp_util_pct: 42.8
  die_h_um: 76.8
  core-area_mm2: 0.00524
  placementRows: 26
  die_w_um: 76.8
timing:
  hold_viol_final: 0
  relSlewSlack_pct: 65.5
  tns_ns: -18.07
  setup_violations: 49
  skew_ns: 0.0535
  rsz0062_at_grt: "true"
  worst_pin_slew_ns: 0.516
  finalWorstSetupSlack_ns: -0.997
  drv_slew: 0
clocking:
  cts_tree: "done"
  ctsHoldBuffers: 0
  path_clk_slew_ns: 0.06
flow_run:
  maxCapViolations: 0
  warnings: 33
min_path:
  hold_class: "input pin to asynchronous set/reset pin"
stage by stage:
step	total power, mW	hold WS [ns]	area, um2	setup WS (ns)
after detailed placement	4.17	0.320	3070	-0.935
after global routing	6.29	0.145	3570	-1.07
after CTS	5.81	0.123	3500	-0.994
after global placement	4.12	0.315	3070	-0.884
after floorplan	3.14	0.0644	2330	-0.873
final	5.89	0.0997	3570	-0.997
per-layer routing:
| layer | share of wire, % | vias to the layer above |
|---|---|---|
| met4 | 1.3 | 0 |
| li1 | - | 856 |
| met1 | 45 | 854 |
| met3 | 6.0 | 11 |
| met5 | 0 | - |
| met2 | 48 | 67 |
cells in the final DEF, fill, tap and decap left out, types with 2 or more instances in the layout:
| master | netlist | final |
|---|---|---|
| dfrtp_1 | 12 | 12 |
| buf_4 | 2 | 46 |
| and2_1 | 3 | 3 |
| o21ai_0 | 8 | 4 |
| nor2_1 | 9 | 7 |
| nor3_1 | 4 | 3 |
| inv_2 | 0 | 3 |
| o211ai_1 | 3 | 3 |
| o22ai_1 | 2 | 2 |
| o211a_1 | 2 | 2 |
| mux4_2 | 4 | 4 |
| buf_2 | 1 | 11 |
| o31ai_1 | 3 | 2 |
| nor4_2 | 2 | 2 |
| nand3_1 | 5 | 3 |
| buf_8 | 0 | 2 |
| edfxtp_1 | 8 | 8 |
| clkbuf_8 | 0 | 15 |
| dfrtn_1 | 27 | 27 |
| xor2_1 | 8 | 8 |
| dfstp_2 | 2 | 2 |
| clkdlybuf4s50_1 | 0 | 19 |
| a21oi_1 | 3 | 2 |
| buf_6 | 1 | 13 |
| o21ai_1 | 0 | 2 |
| inv_1 | 8 | 12 |
| mux2i_1 | 3 | 2 |
| nand3_4 | 0 | 2 |
| mux2_4 | 0 | 16 |
| nand2_1 | 13 | 11 |
| dlygate4sd2_1 | 0 | 2 |
| o21ai_2 | 0 | 2 |
worst max path at each step:
stage             start            to  slack [ns]  depth (start not counted)
6_report  iic_arbitlost  bit_count[3]        -1.0                          7
5_1_grt   iic_arbitlost  bit_count[2]       -1.07                          7
4_1_cts       addr_i[6]  bit_count[3]       -0.99                          8
state kept, by name, indices dropped and copies added (netlist names):
signal and count:
addr_i 8, bit_count 4, datain_i 8, iic_ackerror 1
iic_arbitlost 1, iic_busy 1, iic_core_state 7, iic_dataout 8
scl_t 1, sda_t 1, sdain 8, sdaout 1
final cells by class:
| cell class | instances | area, um2 |
|---|---|---|
| repair buffers | 94 | 823 |
| well taps | 70 | 87.6 |
| inverters | 7 | 26.3 |
| multi-input cells | 110 | 1080 |
| flip-flops and latches | 49 | 1270 |
| fillers | 348 | 1660 |
| clock buffers | 19 | 249 |
| clock inverters | 9 | 38.8 |
kinds of logic after synthesis:
group,count (synthesis),synth area share (%)
buffers and inverters,14,3.07
adders and majority gates,1,0.559
xor gates and xnor gates,11,4.64
DFF,49,56.6
muxes,23,13.4
AOI/OAI and AO/OA,28,9.11
and+or+nand+nor,47,12.6
what timing repair did:
item | in CTS | in global routing
gates cloned | 1 | 0
buffers inserted | 9 | 6
endpoints found under the setup margin | 53 | 51
pin swaps | 6 | 6
resized | 68 | 12
worst max-delay path: cells and delay by family (launching register included):
kind | cells | cell delay, ns
mux | 1 | 0.17
buf+inv | 2 | 0.22
flops | 1 | 0.49
simple gates | 1 | 0.05
compound gates | 3 | 0.80
where the power goes:
part / internal (mW) / switching [mW]
clock: 0.903 / 0.507
sequential: 1.48 / 0.240
combinational: 1.67 / 1.09
total: 4.05 / 1.84
No activity file was given, so power comes from the tool's default toggle rates.
